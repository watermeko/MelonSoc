$ cat flow/run.sh
#!/bin/bash
# OpenROAD 26Q1-2900-gdf79404cd8, Yosys 0.63+post, stock flow scripts
make -C /OpenROAD-flow-scripts/flow DESIGN_CONFIG=/design/flow/config.mk WORK_HOME=/design/flow/orfs finish
$ cat flow/config.mk
export PLATFORM = sky130hd
export DESIGN_NAME = uart
export DESIGN_NICKNAME = uart
export VERILOG_FILES = /design/flow/design.v
export SDC_FILE = /design/flow/constraint.sdc
export NUM_CORES = 4
export LEC_CHECK = 1
export CORE_AREA = 10 10 94 94
export DIE_AREA = 0 0 104 104
$ cat flow/constraint.sdc
current_design uart

set clk_period 2.5
set clk_io_pct 0.2

create_clock -name clk0 -period $clk_period [get_ports {clk}]

set non_clock_inputs [all_inputs -no_clocks]
set_input_delay [expr $clk_period * $clk_io_pct] -clock clk0 $non_clock_inputs
set_output_delay [expr $clk_period * $clk_io_pct] -clock clk0 [all_outputs]
$ cat flow/design.v
module uart(
    input clk,
    input rst_n,
    input [7:0] tx_data,
    input tx_valid,
    output tx_ready,
    output txd
);
uart_tx #(
    .CLK_FREQ(27_000_000),
    .UART_BAUD(115200)
) u_uart_tx (
    .clk(clk),
    .rst_n(rst_n),
    .tx_data(tx_data),
    .tx_valid(tx_valid),
    .tx_ready(tx_ready),
    .txd(txd)
);
endmodule
module uart_tx(
    input clk,
    input rst_n,
    input [7:0] tx_data,
    input tx_valid,
    output reg tx_ready,
    output reg txd
);
parameter CLK_FREQ = 27_000_000;
parameter UART_BAUD = 115200;
parameter START_BIT = 1'b0;
parameter STOP_BIT = 1'b1;
localparam BAUD_CNT_MAX = CLK_FREQ / UART_BAUD;
reg [12:0] baud_cnt;
reg [3:0] data_bit_count;
reg [7:0] tx_data_reg;  
always @(posedge clk or negedge rst_n) begin
    if (!rst_n)
        tx_ready <= 1'b1;  
    else if (tx_valid) begin
        tx_ready <= 1'b0;  
        tx_data_reg <= tx_data;  
    end
    else if ((baud_cnt == 13'd1)  && (data_bit_count == 4'd9))
        tx_ready <= 1'b1;  
    else
        tx_ready <= tx_ready;
end
always @(posedge clk or negedge rst_n) begin
    if (!rst_n)
        baud_cnt <= 13'b0;
    else if ( (baud_cnt == BAUD_CNT_MAX - 1'd1))
        baud_cnt <= 13'b0;            
    else if (!tx_ready)
        baud_cnt <= baud_cnt + 1'b1;  
    else
        baud_cnt <= baud_cnt;
end
always @(posedge clk or negedge rst_n) begin
    if (!rst_n)
        data_bit_count <= 4'b0;
    else if (tx_ready && !tx_valid) begin  
        data_bit_count <= 4'b0;          
    end
    else if (!tx_ready && (baud_cnt == 13'd1)) begin  
        data_bit_count <= data_bit_count + 1'b1;   
    end
end
always @(posedge clk or negedge rst_n) begin
    if (!rst_n)
        txd <= 1'b1;  
    else if (baud_cnt == 13'd1  ) begin
        case (data_bit_count)
            4'd0: txd <= START_BIT;              
            4'd1: txd <= tx_data_reg[0];          
            4'd2: txd <= tx_data_reg[1];
            4'd3: txd <= tx_data_reg[2];
            4'd4: txd <= tx_data_reg[3];
            4'd5: txd <= tx_data_reg[4];
            4'd6: txd <= tx_data_reg[5];
            4'd7: txd <= tx_data_reg[6];
            4'd8: txd <= tx_data_reg[7];           
            4'd9: txd <= STOP_BIT;                 
            default: txd <= 1'b1;                 
        endcase
    end
end
endmodule
==> out/results.tsv <==
stage	metric	value	unit
power	worst vdd rail ir drop	0.622	mV
clock_tree	TritonCTS Sinks	27	
logic_synthesis	Post-synth EDFFs	8	
clock_tree	largest buffer count on any clock path	2	
setup_path	Worst setup EP type	flip-flop	
final_layout	flip-flop count of the largest register after layout	13	
grt	total congestion overflow after global routing	0	
detailed_routing	antenna diode instance count	0	
setup_path	chain of cells forming the critical path	inv_1 -> ha_1 -> or4b_4 -> nor4_2 -> mux2_2 -> a22o_1	
logic_synthesis	area fraction in xor and xnor cells	0.0731	
logic_synthesis	list of most frequent post-synthesis cells	17 x dfrtp_1, 12 x nor2_1, 8 x edfxtp_1	
clock_tree	Num CTS Buffers	3	
logic_synthesis	synthesized-area fraction occupied by and/or/nand/nor cells	0.221	
timing	worst max-slew margin expressed relative to the limit	0.701	
timing	post-route worst setup slack	0.371	ns
final_layout	Layout fillers	756	
floorplanning	floorplan utilization	0.193	
detailed_routing	residual antenna-violating net count after detailed routing	0	
power	Static Leakage	0.630	nW
clock_tree	Gates resized, CTS repair	0	
flow_run	total number of warnings across the stage logs	29	
logic_synthesis	area share of and-or/or-and cells after synthesis	0.0626	
logic_synthesis	number of unique standard cell types used by synthesis	38	
logic_synthesis	Avg Cell Area, Syn	11.3	µm²
clock_tree	clk root buf	clkbuf_8	
setup_path	delay contributed by the slowest stage of the critical path	0.49	ns
setup_path	data arrival time of the critical path	2.29	ns
logic_synthesis	cell count after synthesis	117	
floorplanning	Die Y	104	µm
power	PD cells	879	nW/µm²
setup_path	peak fanout along the critical path	4	
floorplanning	I/O pin cnt	13	
place	dpl ws	0.378	ns
clock_tree	clock insertion delay at the later pin of the skew report	0.27	ns
setup_path	Setup crit start kind	flip-flop	
clock_tree	H-tree depth	1	
floorplanning	x dimension of the die	104	µm
logic_synthesis	biggest area consumer among synthesized cells	dfrtp_1	
detailed_routing	count of vias placed by the detailed router	884	
logic_synthesis	total number of yosys warnings	1	
grt	vias in the first global route	864	
clock_tree	TritonCTS clock tree	built	
clock_tree	clock slew at reported path FFs	0.09	ns
timing	crit share post-route	0.852	
logic_synthesis	top cells by area, synth	dfrtp_1 32%, edfxtp_1 18%, ha_1 5.7%	
logic_synthesis	most frequent cell after synthesis	dfrtp_1	
floorplanning	core area	6830	µm²
logic_synthesis	yosys adder share	0.0569	
setup_path	Crit Path Class	flip-flop to flip-flop	
grt	global-route wire length before repair	4220	µm
floorplanning	full die area	10800	µm²
detailed_routing	count of TritonRoute iterations in the first routing pass	7	
detailed_routing	WL/cell	11.1	µm
detailed_routing	DR iter-0 viols	41	
logic_synthesis	netlist area before placement	1320	µm²
setup_path	critical path startpoint	u_uart_tx.baud_cnt[1]	
detailed_routing	DRC Markers	0	
logic_synthesis	comb area leader	simple AND/OR/NAND/NOR gates	
clock_tree	count of buffers added by post-CTS timing repair for setup	0	
logic_synthesis	number of synthesized register bits	27	
final_layout	post-layout util	0.236	
floorplanning	Std-Cell Rows	30	
detailed_routing	routed vias/inst	3.86	
final_layout	Final Instance Area	1610	µm²
setup_path	r2r startpoint	u_uart_tx.baud_cnt[1]	
hold_path	HP Class	flip-flop to flip-flop	
timing	worst-margin pin slew	0.444	ns
place	HPWL after detailed placement	1920	µm
timing	count of endpoints failing setup in the final report	0	
final_layout	layout overhead on the synthesized area	22.3	%
setup_path	Worst EP required	2.66	ns
timing	upper clock frequency limit	470	MHz
timing	Layout Skew	0.00730	ns
grt	maximum number of pins on one net before global-route repair	20	
timing	Final Hold Fails	0	
clock_tree	hold bufs inserted after CTS	0	
detailed_routing	Post-Route WL	2540	µm
setup_path	critical path's slowest cell	or4b_4	
grt	initial antenna violation count	0	
timing	clock period minus worst slack	2.13	ns
hold_path	Min-Delay Startpoint	u_uart_tx.baud_cnt[12]	
logic_synthesis	Dominant Register Cell	dfrtp_1	
logic_synthesis	sequential fraction of the synthesis area	0.545	
timing	number of max-slew violations in the final report	0	
grt	overall fraction of global-route tracks in use	0.0451	
flow_run	max-cap check violation count	0	
final_layout	share of post-route cells with drive strength above 1	0.105	
timing	accumulated negative setup slack	0	ns
logic_synthesis	Top cell area share	0.323	
place	placed cell areas	1570	µm²
timing	setup repair after global routing missed its margin	false	
place	final estimated routing congestion in global placement	0.814	
logic_synthesis	MUX share of area	0.0161	
outcome	result of the run	finished, final reports clean	
logic_synthesis	total cells reported by yosys after synthesis	117	
logic_synthesis	yosys synthesis chip area	1320	µm²
logic_synthesis	share of flip-flops with an asynchronous set or reset	0.704	
place	count of port buffers added during placement	12	
==> area by class of cell <==
cell class              instances  area, µm²  share of cell area
clock buffers                   3       41.3              0.0256
clock inverters                 1       5.00             0.00310
well taps                      96        120              0.0745
flip-flops and latches         27        718               0.445
inverters                       7       26.3              0.0163
repair buffers                 14        135              0.0838
multi-input cells              81        567               0.351
==> worst max-delay path: cells and delay by family (launching register included) <==
| kind | cells | cell delay, ns |
|---|---|---|
| flops | 1 | 0.41 |
| mux | 1 | 0.38 |
| compound gates | 1 | 0.18 |
| buf+inv | 1 | 0.07 |
| fa+ha+maj | 1 | 0.12 |
| simple gates | 2 | 0.87 |
==> through the flow <==
stage	power, W	std cells	hold WS (ns)
after floorplan	0.00104	117	0.204
after global placement	0.00118	225	0.471
after detailed placement	0.00118	225	0.476
after CTS	0.00143	229	0.494
after global routing	0.00154	229	0.500
final	0.00142	229	0.490
==> cells in the final DEF, fill, tap and decap left out, types with 2 or more instances in the layout <==
cell type / instances
nand4_1: 3
nor2_1: 12
nand2_1: 6
or4_4: 2
nand3_1: 4
inv_1: 7
dfstp_2: 2
xor2_1: 6
nor3b_1: 2
edfxtp_1: 8
clkbuf_8: 3
and2_1: 3
dfrtp_1: 17
ha_1: 6
a21oi_1: 4
buf_4: 2
xnor2_1: 5
clkdlybuf4s50_1: 12
nor3_1: 6
o21ai_0: 2
==> worst paths after layout <==
kind	endpoint	slack [ns]	cells after the start
hold reg to reg	u_uart_tx.baud_cnt[12]	0.49	1
setup reg to reg	u_uart_tx.data_bit_count[3]	0.37	6
setup / recovery	u_uart_tx.data_bit_count[3]	0.37	6
max in group asynchronous	u_uart_tx.tx_ready	1.59	2
min in group asynchronous	u_uart_tx.data_bit_count[1]	0.65	2
hold / removal	u_uart_tx.baud_cnt[12]	0.49	1
==> cell families after synthesis <==
logic type / count (synthesis)
AND-OR/OR-AND: 13
XOR/XNOR: 11
adder cells (fa/ha/maj): 6
buffers and inverters: 9
flip-flops: 27
multiplexers: 2
AND/OR/NAND/NOR: 49
==> metal layers <==
metal	wire, µm	share of wire	vias up	GRT usage
li1	-	-	448	-
met1	1270	0.50	419	0.0656
met2	1140	0.45	13	0.0685
met3	81	0.032	4	0.00752
met4	58	0.023	0	0.0109
met5	0	0	-	0
==> power breakdown <==
group | internal (W) | switching [W] | total, W
registers | 0.000571 | 0.000135 | 0.000707
logic | 0.000236 | 0.000234 | 0.000470
clock network | 0.000111 | 0.000130 | 0.000242
total | 0.000919 | 0.000500 | 0.00142
Power figures rest on the tool's default switching activity, not on a simulated workload.
